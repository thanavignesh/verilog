==> /design/flow/config.mk <==
export PLATFORM = sky130hd
export DESIGN_NAME = fifo_sync
export DESIGN_NICKNAME = fifo_sync
export VERILOG_FILES = /design/flow/design.v
export SDC_FILE = /design/flow/constraint.sdc
export NUM_CORES = 4
export LEC_CHECK = 1
export CORE_UTILIZATION = 50
==> /design/flow/constraint.sdc <==
current_design fifo_sync

set clk_period 7.5
set clk_io_pct 0.2

create_clock -name clk0 -period $clk_period [get_ports {clk}]

set non_clock_inputs [all_inputs -no_clocks]
set_input_delay [expr $clk_period * $clk_io_pct] -clock clk0 $non_clock_inputs
set_output_delay [expr $clk_period * $clk_io_pct] -clock clk0 [all_outputs]
==> /design/flow/design.v <==
module fifo_sync
    #( parameter FIFO_DEPTH = 8,
	   parameter DATA_WIDTH = 32)
	(input clk, 
     input rst_n,
     input cs,      
     input wr_en, 
     input rd_en, 
     input [DATA_WIDTH-1:0] data_in, 
     output reg [DATA_WIDTH-1:0] data_out, 
	 output empty,
	 output full); 
    localparam FIFO_DEPTH_LOG = $clog2(FIFO_DEPTH);
	reg [DATA_WIDTH-1:0] fifo [0:FIFO_DEPTH-1];
	reg [FIFO_DEPTH_LOG:0] write_pointer;
	reg [FIFO_DEPTH_LOG:0] read_pointer;
    always @(posedge clk or negedge rst_n) begin
	    if(!rst_n)
		    write_pointer <= 0;
		else if (cs && wr_en && !full)
	        write_pointer <= write_pointer + 1'b1;
	end
	always @(posedge clk or negedge rst_n) begin
	    if(!rst_n)
		    read_pointer <= 0;
		else if (cs && rd_en && !empty)
	        read_pointer <= read_pointer + 1'b1;
	end
    assign empty = (read_pointer == write_pointer);
	assign full  = (read_pointer == {~write_pointer[FIFO_DEPTH_LOG], write_pointer[FIFO_DEPTH_LOG-1:0]});
    always @(posedge clk) begin
	    if (cs && wr_en && !full)
	        fifo[write_pointer[FIFO_DEPTH_LOG-1:0]] <= data_in;
	end
	always @(posedge clk or negedge rst_n) begin
	    if (!rst_n)
		    data_out <= 0;
		else if (cs && rd_en && !empty)
	        data_out <= fifo[read_pointer[FIFO_DEPTH_LOG-1:0]];
	end
endmodule
==> /design/flow/run.sh <==
#!/bin/bash
# OpenROAD 26Q1-2900-gdf79404cd8, Yosys 0.63+post, stock flow scripts
make -C /OpenROAD-flow-scripts/flow DESIGN_CONFIG=/design/flow/config.mk WORK_HOME=/design/flow/orfs finish
==> changes_impl.md <==
### Metrics

- Dominant flop cell: edfxtp_1
- Ys async rst share: between 10% and 20%
- Mapped cell area: around 0.011 sq mm
- CP Class: flop to output pin
- Antenna diode count: 0
- CTS Hold Buffers Added: 0
- Final Instance Count excl. Fillers: 917
- First-pass GRT wire length: roughly 32 mm
- Place WS: 3.48 ns
- Vias per inst: approximately 5.6
- Yosys reg bits: 296
- Detail Placement HPWL: between 10 and 15 mm
- Max Freq: roughly 260 MHz
- GR Util All Layers: a little over 20%
- FF/Latch Area: between 0.008 and 0.009 sq mm
- # resized after CTS: 0
- Tightest Pin Transition: 0.881 ns
- Hold Crit Class: flop to flop
- Root Buffer: clkbuf_16
- WP data required: roughly 6.0 ns
- CTS sink cnt: 296
- YS chip area: around 0.011 sq mm
- Final period utilization: approximately half
- Fin. max-slew vios: 0
- Number of synthesized flops with an enable pin: 256
- Rel. slew slack: about 40%
- Avg Inst Size Synth: 21.4 sq um
- Chip width: 152 um
- Max-cap violations: 0
- RSZ-0062 raised after global routing: no
- Final Hold Fails: 0
- Fin Hold WS: between 0.5 and 0.6 ns
- Cts bufs inserted: 30
- Finished Cell Area: about 0.013 sq mm
- Initial Utilization: 51.3%
- Drt drc: 0
- Yosys top cell by instances: edfxtp_1
- Placer congestion estimate: 0.726
- Peak VDD IR: ~220 uV
- Setup crit start kind: flop
- Largest net degree at the start of global routing: just under 50
- CP endpoint kind: output pin
- Area of the core: roughly 0.022 sq mm
- H-Tree Depth: 1
- Total congestion overflow: 0
- Cell type with the largest total area: edfxtp_1
- Initial antenna violation count: 0
- Mapped Cells: about 530
- Final setup fails: 0
- Starting DRC count in detailed routing: 211
- Post-DP Area: about 0.012 sq mm
- Row cnt: ~54
- Via count of the routed design: slightly above 5000
- Critical-path maximum fanout: 31
- Number of I/O pins: about 70
- Clock Skews: roughly 0.010 ns
- Routed Wire Length: ~20 mm
- Worst-path clk slew: approximately 0.060 ns
- 1st-pass router iterations: 4
- Synth top area share: between 60% and 70%
- Die area: between 0.02 and 0.025 sq mm
- Setup bufs post-CTS: 0
- Status: finished, final reports clean
- Ys cells: between 500 and 600
- Synth warn: 1
- IO buf count: 70
- CTS tree: yes
- Synth cell types: 21
- Fin crit period: ~3.9 ns
- Data arrival time of the critical path: about 2.4 ns
- Top cells by count: edfxtp_1, mux4_2, dfrtp_1, nor2_1
- DRT antenna net count: 0
- CTS max path bufs: 3
- Area occupied by multi-input gates: about 0.0024 sq mm
- Drt wl/cell: between 20 and 25 um
- Top area cell types: edfxtp_1, mux4_2, dfrtp_1, mux2i_1, a21oi_1
- Clock Latency Late Sink: around 0.54 ns
- FILL cells: roughly 1500
- Area Growth Syn to Fin: 17.9%
- Post-route worst setup slack: between 3 and 4 ns
- Tool Warnings: 25
- Share of cells above drive strength 1: ~22%
- Placed insts: 861
- Leakage power: 4.38 nW
- Vias in the first global route: around 5800
- Die Y: about 150 um
- Seq share, synth: 77.4%
- Setup TNS: 0 ns
- Pwr dens: between 300 and 400 mW/mm^2
power by group:
group | switching [mW] | leakage [nW] | internal (mW)
Sequential | 0.174 | 2.75 | 2.02
Clock | 0.584 | 0.467 | 0.855
Combinational | 0.543 | 1.16 | 0.676
Total | 1.30 | 4.38 | 3.55
final timing paths:
check | start | endpoint | slack (ns) | cells after the start
worst min register to register | data_out[10] | data_out[10] | 0.52 | 2
worst max-delay path | read_pointer[0] | full | 3.62 | 4
worst max register to register | read_pointer[2] | fifo[6][5] | 4.33 | 6
min in group asynchronous | rst_n | read_pointer[0] | 1.07 | 2
max in group asynchronous | rst_n | read_pointer[0] | 5.97 | 2
worst min-delay path | data_out[10] | data_out[10] | 0.52 | 2
stage by stage:
stage	power, mW	utilization, %
global placement	3.46	56.0
detailed placement	3.47	56.0
global route	5.10	60.4
floorplan	3.03	-
CTS	4.93	60.4
finish	4.85	60.4
critical path: stages, from the launching register on:
cell	delay (ns)
dfrtp_4	0.84
xnor2_2	0.23
nand2_1	0.12
nor3_1	0.16
clkdlybuf4s50_1	0.48
cell usage in the layout, fill, tap and decap left out, types with 3 or more instances in the layout:
master,n
edfxtp_1,256
clkdlybuf4s50_1,69
mux4_2,64
dfrtp_1,37
mux2i_1,32
nor2_1,32
a21oi_1,32
clkbuf_16,31
buf_4,15
clkinv_1,9
nand2_1,7
xnor2_1,5
nor2_4,5
clkbuf_1,5
clkinv_2,5
xor2_1,4
xnor2_2,3
nand2b_1,3
clkinvlp_4,3
bufinv_16,3
logic make-up after synthesis:
kind of cell | Yosys count | share of synthesized area, %
DFF | 296 | 77.4
buffers and inverters | 30 | 1.66
xor gates and xnor gates | 12 | 1.14
muxes | 98 | 15.9
adders and majority gates | 2 | 0.223
and+or+nand+nor | 53 | 1.93
AOI/OAI and AO/OA | 34 | 1.72
area by class of cell:
| type | count | area share [%] |
|---|---|---|
| Sequential cell | 296 | 65.7 |
| Timing Repair Buffer | 85 | 6.11 |
| Clock buffer | 36 | 6.00 |
| Clock inverter | 20 | 1.33 |
| Inverter | 1 | 0.0284 |
| Multi-Input combinational cell | 199 | 18.2 |
| Tap cell | 280 | 2.65 |
metal layers:
layer / vias to the layer above / global-route usage, % / share of wire, %
met5: - / 0 / 0
met4: 0 / 3.52 / 2.1
met3: 31 / 11.7 / 11
met2: 274 / 29.5 / 48
met1: 2571 / 31.8 / 38
li1: 2294 / - / -
state kept, by name, indices dropped and copies added (netlist names):
| name | flops |
|---|---|
| read_pointer | 4 |
| data_out | 32 |
| write_pointer | 4 |
| fifo | 256 |
Power is estimated from default activity; no workload was simulated.
