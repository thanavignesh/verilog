==> ./design.v <==
module comp(a,b,eq,gre,sma);
  input[3:0]a,b;
  output reg eq,gre,sma;
  always @(a,b)
  begin
    eq=0;
    gre=0;
    sma=0;
    if(a==b)
      eq=1;
  else if(a>b)
    gre=1;
  else
    sma=1;
  end
endmodule
==> ./run.sh <==
#!/bin/bash
# OpenROAD 26Q1-2900-gdf79404cd8, Yosys 0.63+post, stock flow scripts
make -C /OpenROAD-flow-scripts/flow DESIGN_CONFIG=/design/flow/config.mk WORK_HOME=/design/flow/orfs finish
==> ./config.mk <==
export PLATFORM = sky130hd
export DESIGN_NAME = comp
export DESIGN_NICKNAME = comp
export VERILOG_FILES = /design/flow/design.v
export SDC_FILE = /design/flow/constraint.sdc
export NUM_CORES = 4
export LEC_CHECK = 1
export CORE_AREA = 10 10 70 70
export DIE_AREA = 0 0 80 80
==> ./constraint.sdc <==
current_design comp

set clk_period 2.1
set clk_io_pct 0.2

create_clock -name clk0 -period $clk_period

set non_clock_inputs [all_inputs -no_clocks]
set_input_delay [expr $clk_period * $clk_io_pct] -clock clk0 $non_clock_inputs
set_output_delay [expr $clk_period * $clk_io_pct] -clock clk0 [all_outputs]
==> ds_physical_params.txt <==
Implementation parameters

Parameter                              Value

Timing
  Rel. slew slack .................. 90.2%
  Number of hold violations in the final report .................. 0
  Min Tclk post-route .................. 2.02 ns
  Fmax .................. 495 MHz
  Slew at the pin closest to its max-slew limit .................. 0.147 ns
  Final critical-path share of the clock period .................. 96.3%
  Setup repair after global routing missed its margin .................. false
  Max Transition Viols Final .................. 0
  Post-route worst setup slack .................. 0.0784 ns
  Final number of setup-violating endpoints .................. 0

GRT
  Total GRT Usage .................. 0.993%
  Initial antenna violation count .................. 0
  Congestion Overflow GR .................. 0
  Number of global-route vias before repair .................. 139
  Largest net degree at the start of global routing .................. 4
  Global-route wire length before repair .................. 558 µm

Die
  IO Count .................. 11
  Init Core Util .................. 3.19%
  Core outline area .................. 3420 µm²
  Standard-cell rows .................. 21
  Horizontal extent of the die .................. 80 µm
  Total die area .................. 6400 µm²
  Die span in y .................. 80 µm

Synthesis
  Number of instances in the synthesized netlist .................. 17
  Share of the synthesized area in the top cell type .................. 46.0%
  Proportion of synthesized chip area in sequential cells .................. 0%
  Cell taking the most area after synthesis .................. ha_1
  Distinct cell type count after synthesis .................. 8
  Synthesis Warnings .................. 1
  Netlist Area Pre-Place .................. 109 µm²
  Area contributors post-synth .................. ha_1 46%, inv_1 17%, a21oi_2 8.0%
  Yosys Instances .................. 17
  Yosys Chip Area .................. 109 µm²
  Mean cell area of the mapped netlist .................. 6.40 µm²

Worst setup path
  Number of buffer and inverter stages on the critical path .................. 3
  Crit path capture type .................. output port
  Worst setup path class .................. primary input to output port
  Launching instance or port of the critical path .................. b[1]
  Sequence of cells on the critical path .................. clkdlybuf4s50_1 -> inv_1 -> ha_4 -> a21oi_2 -> o21ai_2 -> nor2b_1 -> clkbuf_2
  Endpoint arrival time on the critical path .................. 1.60 ns
  Worst EP required .................. 1.68 ns
  Critical path launch point type .................. primary input
  Critical-path top delay cell .................. clkdlybuf4s50_1
  Crit-path max FO .................. 2
  Delay-heaviest family, CP .................. buffers and inverters
  Endpoint of the most critical setup path .................. gre
  Path length in cells of the critical path .................. 7
  Largest stage delay on the critical path .................. 0.45 ns

Job
  Count of warning messages emitted by the tools .................. 33
  Count of maximum capacitance violations .................. 0

Drt
  Final routed wirelength across all metal layers .................. 422 µm
  Number of routed nets with antenna violations .................. 0
  Routed len/inst .................. 5.70 µm
  Pre-Repair DR Iteration Count .................. 1
  Number of remaining DRC errors .................. 0
  Initial DRC count .................. 0
  Ant. Diodes .................. 0
  Detail-routed via count per cell .................. 2.03
  Routed vias .................. 150

Power and ir drop
  Lkg Pwr .................. 0.135 nW
  Total power .................. 0.0526 mW
  Peak supply drop .................. 0.0000140 V
  Power per Cell Area .................. 166 nW/µm²

Final layout
  Most frequent cells in the layout .................. 6 x clkdlybuf4s50_1, 3 x inv_1, 3 x ha_4, 2 x inv_2, 2 x dlymetal6s2s_1
  Sequential cell area in the final layout .................. 0 µm²
  Signed area change from the synthesized netlist to the final layout .................. 191%
  Layout cell share with drive strength beyond 1 .................. 39.3%
  Most frequent standard cell in the layout excluding fill and tap cells .................. clkdlybuf4s50_1
  # clk buffers .................. 0
  Flop count .................. 0

Placement
  Number of port buffers .................. 11
  Routability congestion estimate from global placement .................. 0.775
  DP Wirelength .................. 343 µm
  Worst slack at placement .................. -0.356 ns

Status
  Run status .................. complete, no violations

Clock network
  Post-CTS Setup Bufs .................. 0
  CTS Hold Buffers Added .................. 0

Worst hold path
  Type of the most critical hold path .................. primary input to output port
==> routing by layer <==
| layer | vias up | share of wire (%) | GRT usage [%] |
|---|---|---|---|
| met5 | - | 0 | 0 |
| met4 | 0 | 0 | 0 |
| met3 | 0 | 9.2 | 0.341 |
| met2 | 9 | 38 | 1.52 |
| met1 | 66 | 52 | 1.38 |
| li1 | 75 | - | - |
==> final cells by class <==
type,count,area [µm²]
fill,404,3100
inverter,5,18.8
multi-input combinational,12,136
tap,46,57.6
timing repair buffer,11,104
==> worst min-delay path by stage <==
stage     startpoint  endpoint  depth (start not counted)
5_1_grt         b[3]       sma                          7
6_report        b[3]       sma                          7
4_1_cts         b[3]       sma                          7
==> cell usage after synthesis <==
library cell and n:
a21oi_1 1, a21oi_2 1, ha_1 4, inv_1 5, nand2_1 2, nor2_1 2, nor2b_1 1, o21ai_1 1
==> power breakdown <==
group          switching [mW]  internal, mW  leakage [nW]  total, mW
Sequential                  0             0             0          0
Combinational          0.0202        0.0324         0.135     0.0526
Clock                       0             0             0          0
==> metrics by stage <==
stage / cells / hold WS, ns / TNS, ns / instance area (µm²) / util [%]
final: 74 / 1.39 / 0 / 317 / 9.27
after global routing: 74 / 1.42 / 0 / 317 / 9.27
after CTS: 74 / 1.71 / -0.0629 / 285 / 8.35
after detailed placement: 74 / 2.01 / -0.926 / 277 / 8.10
after global placement: 74 / 1.98 / -0.842 / 277 / 8.10
after floorplan: 17 / 1.08 / 0 / 109 / -
==> repair_timing <==
action,CTS,global route
gates resized,8,9
setup endpoints to repair,3,3
hold endpoints to repair,0,0
pin swaps,4,2
==> cells by family (layout without fill, tap and decap cells) <==
family	Yosys count	after routing	share of synthesized area (%)
compound gates	3	3	17.2
fa+ha+maj	4	4	46.0
buf+inv	5	16	17.2
simple gates	5	5	19.5
No activity file was given, so power comes from the tool's default toggle rates.
